==> flow/run.sh <==
#!/bin/bash
# OpenROAD 26Q1-2900-gdf79404cd8, Yosys 0.63+post, stock flow scripts
make -C /OpenROAD-flow-scripts/flow DESIGN_CONFIG=/design/flow/config.mk WORK_HOME=/design/flow/orfs finish
==> flow/config.mk <==
export PLATFORM = sky130hd
export DESIGN_NAME = inst_decode
export DESIGN_NICKNAME = inst_decode
export VERILOG_FILES = /design/flow/design.v
export SDC_FILE = /design/flow/constraint.sdc
export NUM_CORES = 4
export LEC_CHECK = 1
export CORE_AREA = 10 10 94 94
export DIE_AREA = 0 0 104 104
==> flow/constraint.sdc <==
current_design inst_decode

set clk_period 5.5
set clk_io_pct 0.2

create_clock -name clk0 -period $clk_period

set non_clock_inputs [all_inputs -no_clocks]
set_input_delay [expr $clk_period * $clk_io_pct] -clock clk0 $non_clock_inputs
set_output_delay [expr $clk_period * $clk_io_pct] -clock clk0 [all_outputs]
==> flow/design.v <==
`timescale 1ns / 1ps
`timescale 1ns / 1ps
module inst_decode(
    input [31:0] mem_data,
    output reg [20:0] opc,
    output [4:0] rs1,
    output [4:0] rs2,
    output [4:0] rd,
    output reg [31:0] imm
    );
    assign rs1 = mem_data[19:15];
    assign rs2 = mem_data[24:20];
    assign rd  = mem_data[11:7];
    wire [6:0]  opcode = mem_data[6:0]; 
    wire [2:0]  func3  = mem_data[14:12];
    wire [6:0]  func7  = mem_data[31:25];
    wire [31:0] imm_i  = {{20{mem_data[31]}}, mem_data[31:20]};
    wire [31:0] imm_s  = {{20{mem_data[31]}}, func7, rd};
    wire [31:0] imm_b  = {{19{mem_data[31]}}, mem_data[31], mem_data[7], mem_data[30:25], mem_data[11:8], 1'b0};
    wire [31:0] imm_u  = {mem_data[31:12], 12'b0};
    wire [31:0] imm_j  = {{11{mem_data[31]}}, mem_data[31], mem_data[19:12], mem_data[20], mem_data[30:21], 1'b0};
    always @ (*) 
    begin
        case(opcode)
            (7'b0110011): begin  
                case(func3)
                    (3'h0):  begin
                        case(func7)
                            (7'h00): begin
                                opc = {9'b000000001, 10'b0000000001, 2'b01}; 
                                imm = 32'b0;
                            end
                            (7'h20): begin
                                opc = {9'b000000001, 10'b0100000000, 2'b01};
                                imm = 32'b0;
                            end
                            default: begin
                                opc = {9'b100000000, 12'b0};
                                imm = 32'b0;
                            end 
                        endcase
                     end
                    (3'h1): begin
                        opc = {9'b000000001, 10'b0000000010,2'b01};
                        imm = 32'b0;
                     end
                    (3'h2): begin
                        opc = {9'b000000001, 10'b0000000100, 2'b01};
                        imm = 32'b0;
                     end
                    (3'h3): begin
                        opc = {9'b000000001, 10'b0000001000, 2'b01};
                        imm = 32'b0;
                     end
                    (3'h4): begin
                        opc = {9'b000000001, 10'b0000010000, 2'b01};
                        imm = 32'b0;
                     end
                    (3'h5): begin
                        case(func7)
                            (7'h00): begin
                                opc = {9'b000000001, 10'b0000100000, 2'b01};
                                imm = 32'b0;
                            end
                            (7'h20): begin
                                opc = {9'b000000001, 10'b1000000000, 2'b01};
                                imm = 32'b0;
                            end
                            default: begin
                                opc = {9'b100000000, 12'b0};
                                imm = 32'b0;
                            end 
                        endcase
                     end
                    (3'h6): begin
                        opc = {9'b000000001, 10'b0001000000, 2'b01};
                        imm = 32'b0;
                     end
                    (3'h7): begin
                        opc = {9'b000000001, 10'b0010000000, 2'b01};
                        imm = 32'b0;
                     end
                    default:  begin
                        opc = {9'b100000000, 12'b0};
                        imm = 32'b0;
                    end
                endcase
             end 
            (7'b0010011): begin  
                case(func3)
                    (3'h0):  begin
                        opc = {9'b000000001, 10'b0000000001, 2'b10};
                        imm = imm_i;
                     end
                    (3'h1): begin
                        opc = {9'b000000001, 10'b0000000010, 2'b10};
                        imm = imm_i;
                     end
                    (3'h2): begin
                        opc = {9'b000000001, 10'b0000000100, 2'b10};
                        imm = imm_i;
                     end
                    (3'h3): begin
                        opc = {9'b000000001, 10'b0000001000, 2'b10};
                        imm = imm_i;
                     end
                    (3'h4): begin
                        opc = {9'b000000001, 10'b0000010000, 2'b10};
                        imm = imm_i;
                     end
                    (3'h5): begin
                        case(func7)
                            (7'h00): begin
                                opc = {9'b000000001, 10'b0000100000, 2'b10};
                                imm = imm_i;
                            end
                            (7'h20): begin
                                opc = {9'b000000001, 10'b1000000000, 2'b10};
                                imm = imm_i;
                            end
                            default: begin
                                opc = {9'b100000000, 12'b0};
                                imm = 32'b0;
                            end 
                        endcase
                     end
                    (3'h6): begin
                        opc = {9'b000000001, 10'b0001000000, 2'b10};
                        imm = imm_i;
                     end
                    (3'h7): begin
                        opc = {9'b000000001, 10'b0010000000, 2'b10};
                        imm = imm_i;
                     end
                    default:  begin
                        opc = {9'b100000000, 12'b0};
                        imm = 32'b0;
                    end
                endcase
            end
            (7'b0000011): begin  
                case(func3)
                    (3'h0): begin
                        opc = {9'b000000100, 10'b0000000001, 2'b01};
                        imm = imm_i;
                     end
                    (3'h1): begin
                        opc = {9'b000000100, 10'b0000000010, 2'b01};
                        imm = imm_i;
                     end
                    (3'h2): begin
                        opc = {9'b000000100, 10'b0000000100, 2'b01};
                        imm = imm_i;
                     end
                    (3'h4): begin
                        opc = {9'b000000100, 10'b0000010000, 2'b01};
                        imm = imm_i;
                     end
                    (3'h5): begin
                        opc = {9'b000000100, 10'b0000100000, 2'b01};
                        imm = imm_i;
                     end
                    default: begin
                        opc = {9'b100000000, 12'b0};
                        imm = 32'b0;
                    end
                endcase
            end
            (7'b0100011): begin  
                case(func3)
                    (3'h0): begin
                        opc = {9'b000010000, 10'b0000000001, 2'b01};
                        imm = imm_s;
                     end
                    (3'h1): begin
                        opc = {9'b000010000, 10'b0000000010, 2'b01};
                        imm = imm_s;
                     end
                    (3'h2): begin
                        opc = {9'b000001000, 10'b0000000100, 2'b01};
                        imm = imm_s;
                     end
                    default: begin
                        opc = {9'b100000000, 12'b0};
                        imm = 32'b0;
                    end
                endcase
            end
            (7'b1100011): begin  
                case(func3)
                    (3'h0): begin
                        opc = {9'b000100000, 10'b0000000001, 2'b01};
                        imm = imm_b;
                     end
                    (3'h1): begin
                        opc = {9'b000100000, 10'b0000000010, 2'b01};
                        imm = imm_b;
                    end
                    (3'h4): begin
                        opc = {9'b000100000, 10'b0000010000, 2'b01};
                        imm = imm_b;
                    end
                    (3'h5): begin
                        opc = {9'b000100000, 10'b0000100000, 2'b01};
                        imm = imm_b;
                    end
                    (3'h6): begin
                        opc = {9'b000100000, 10'b0001000000, 2'b01};
                        imm = imm_b;
                    end
                    (3'h7): begin
                        opc = {9'b000100000, 10'b0010000000, 2'b01};
                        imm = imm_b;
                    end
                    default: begin
                        opc = {9'b100000000, 12'b0};
                        imm = 32'b0;
                    end
                endcase
            end
            (7'b1101111): begin  
                opc = {9'b010000000, 10'b0000000001, 2'b00};
                imm = imm_j;
            end
            (7'b1100111): begin  
                opc = {9'b000000010, 10'b0000000001, 2'b00};
                imm = imm_i;
            end
            (7'b0110111): begin  
                opc = {9'b001000000, 10'b0000000001, 2'b00};
                imm = imm_u;
            end
            (7'b0010111): begin  
                opc = {9'b001000000, 10'b0000000010, 2'b00};
                imm = imm_u;
            end
            default: begin
                opc = {9'b100000000, 12'b0};
                imm = 32'b0;
            end
        endcase
    end
endmodule
==> flow_summary.toml <==
# generated from flow reports
[die]
ios = 100
dieArea_um2 = 10820
die_x_um = 104
coreArea_um2 = 6832
fp_util_pct = 14.80
fp-row-count = 30
chipHeight_um = 104

[sta]
whs_ns = 3.031
rsz0062_at_grt = "false"
fin_crit_ns = 4.940
setup_viol = 0
tightest_slew_ns = 0.6923
tns_ns = 0
slew_violations = 0
finalHoldViolCount = 0
relSlewSlack_pct = 53.54
timing.final.crit_share_pct = 89.83
fmax_mhz = 202.4

[clock_tree]
post_cts_buffers = 0
postCtsHoldBufs = 0
cts_resized = 0

[global_route]
gr-total-overflow = 0
grt_max_degree = 18
antenna_found_initial = 0
gr-usage-all-layers_pct = 8.956
grt_pass1_wl_um = 8100
grt_pass1_vias = 1424

[flow_run]
tool_warnings = 32
max_cap_viol_count = 0

[route]
wl_per_cell_um = 15.80
drt_iter0_markers = 72
viasPerCell = 4.334
num_vias = 1426
drt_wl_total_um = 5199
dr_wl_met3_um = 595
dr.pass1.iters = 4
wl_met1_um = 2220
post-route-drc-count = 0
wl_met2_um = 2382
ant_nets = 0
antenna_cells = 0
routed.top_layer = "met3"

[min_path]
hold_depth = 2
hold_path_end = "rs1[2]"
holdCritStartpoint = "mem_data[17]"
hold_path.class = "in -> out"

[cells_and_area]
syn2layout_area_growth_pct = 95.17
seqCellArea_um2 = 0
layout-drive-gt1-share_pct = 7.296
seq_cells = 0
clkbuf_count = 0

[synth]
synthTopCellsByArea = "buf_4 12%, nand2_1 12%, a211o_1 6.9%"
synth_cell_types = 47
yosysTopAreaCell = "buf_4"
synthCells = 158
ys_warn_count = 1
syn_area_um2 = 1011
ys_seq_share_pct = 0
avgSynthCellArea_um2 = 6.399
top_area_share_pct = 11.88
ys_cells = 158
ys_area_um2 = 1011

[setup_path]
crit_top_cell = "clkdlybuf4s50_1"
max_stage_delay_ns = 0.89
end_kind = "output pin"
cp-start-kind = "primary input"
worstPathRequired_ns = 4.40
critPathKind = "in -> out"
path_cells = "clkdlybuf4s50_1, nor2b_2, a2111oi_4, o21bai_2, and2_1, a211o_1, clkdlybuf4s50_1"
critPathArrivalTime_ns = 3.84
worst_path_max_delay_cell = "clkdlybuf4s50_1"
critPathMaxFanout = 17

[place]
place_congestion = 0.8720
portBuffers = 100
dp_hpwl_um = 4461

[pwr]
p_leak_nw = 0.7653
p_per_area_nw_per_um2 = 41.55
max-vdd-ir-drop_mv = 0.01809

[outcome]
status = "completed"
placed cells by master, fill, tap and decap left out, types with 5 or more instances in the layout:
| cell type | instances |
|---|---|
| a21oi_1 | 5 |
| nand2_1 | 31 |
| clkdlybuf4s50_1 | 100 |
| and2_1 | 7 |
| nor2_1 | 13 |
| a211o_1 | 8 |
| nor3_1 | 5 |
cells by family (layout without fill, tap and decap cells):
family | after synthesis | count (layout) | share of synthesized area [%]
mux | 1 | 1 | 1.114
compound gates | 40 | 40 | 32.80
simple gates | 87 | 87 | 47.28
buf+inv | 30 | 105 | 18.81
synthesized netlist by cell type (2+ instances only):
library cell  instances
buf_4                16
nand3_1               4
a211oi_1              3
clkbuf_1              2
nand2_1              31
and2_1                7
a32o_1                2
nor2_1               13
o21a_1                2
a2111oi_0             2
o21ai_0               4
inv_1                 3
a211o_1               8
a21oi_1               5
nand2b_1              2
nor3_1                6
a22o_1                4
or2_2                 3
a22oi_1               2
nand3b_1              2
nor4_1                4
buf_2                 8
worst max-delay path by stage:
stage / startpoint / endpoint / slack [ns] / cells past startpoint
CTS: mem_data[14] / imm[12] / 0.56 / 7
global route: mem_data[14] / imm[12] / 0.39 / 7
finish: mem_data[14] / imm[12] / 0.56 / 7
power by group:
group / switching (mW) / internal, mW / total, mW
Sequential: 0 / 0 / 0
Clock: 0 / 0 / 0
Combinational: 0.0330 / 0.0490 / 0.0820
worst max-delay path, delay by kind of cell:
family	cells	cell delay, ns
AND-OR/OR-AND	3	0.89
AND/OR/NAND/NOR	2	0.47
buffers and inverters	2	1.37
per-layer routing:
metal | vias up | track usage [%]
met1 | 638 | 10.98
met2 | 70 | 14.86
met3 | 0 | 4.135
met5 | - | 0
li1 | 718 | -
met4 | 0 | 0
stage by stage:
step | total power [mW] | std cells | cell area (µm²) | util [%] | setup WS, ns
after CTS | 0.08285 | 329 | 1973 | 28.88 | 0.5554
after global routing | 0.08891 | 329 | 1973 | 28.88 | 0.3851
final | 0.08198 | 329 | 1973 | 28.88 | 0.5596
after floorplan | 0.03432 | 158 | 1011 | - | 2.009
after detailed placement | 0.08235 | 329 | 1973 | 28.88 | 0.5723
after global placement | 0.08232 | 329 | 1973 | 28.88 | 0.5692
layout make-up:
cell class | count | area (µm²)
inverters | 3 | 11.26
multi-input cells | 128 | 825.8
repair buffers | 102 | 1016
well taps | 96 | 120.1
fillers | 743 | 4858
Power is estimated from default activity; no workload was simulated.
