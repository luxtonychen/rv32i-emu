[config.mk]
export PLATFORM = sky130hd
export DESIGN_NAME = sel_next_pc
export DESIGN_NICKNAME = sel_next_pc
export VERILOG_FILES = /design/flow/design.v
export SDC_FILE = /design/flow/constraint.sdc
export NUM_CORES = 4
export LEC_CHECK = 1
export CORE_AREA = 10 10 114 114
export DIE_AREA = 0 0 124 124
[constraint.sdc]
current_design sel_next_pc

set clk_period 7.1
set clk_io_pct 0.2

create_clock -name clk0 -period $clk_period

set non_clock_inputs [all_inputs -no_clocks]
set_input_delay [expr $clk_period * $clk_io_pct] -clock clk0 $non_clock_inputs
set_output_delay [expr $clk_period * $clk_io_pct] -clock clk0 [all_outputs]
[design.v]
`timescale 1ns / 1ps
`timescale 1ns / 1ps
module sel_next_pc(
    input [8:0] op,
    input sign,
    input cmp,
    input [31:0] pc,
    input [31:0] pc_add_4,
    input [31:0] pc_imm,
    input [31:0] op1_imm,
    output reg [31:0] next_pc
    );
    always @ *
    begin
        case(op)
            (9'b000000010): next_pc = op1_imm;
            (9'b000100000):  next_pc = (cmp == 1'b1) ? pc_imm : pc_add_4;
            (9'b010000000):  next_pc = pc_imm;
            (9'b000000100): next_pc = (sign == 1'b0) ? pc : pc_add_4;
            (9'b000010000): next_pc = (sign == 1'b0) ? pc : pc_add_4;
            default: next_pc = pc_add_4;
        endcase
    end
endmodule
[run.sh]
#!/bin/bash
# OpenROAD 26Q1-2900-gdf79404cd8, Yosys 0.63+post, stock flow scripts
make -C /OpenROAD-flow-scripts/flow DESIGN_CONFIG=/design/flow/config.mk WORK_HOME=/design/flow/orfs finish
==> results.sh <==
# flow metrics
export IMPL_ys_types=45
export IMPL_avgSynthCellArea_sq_um=6.55
export IMPL_rsz0062_at_grt="false"
export IMPL_fp_util_pct=15.8
export IMPL_drtPass1Iterations=4
export IMPL_syn_cell_area_sq_um=1650
export IMPL_common_cells="inv_1, mux2i_1, nand2_1, o21ai_0, nor2_1"
export IMPL_power_w=0.000167
export IMPL_die_area_sq_um=15400
export IMPL_synthToLayoutAreaGrowth_pct=110
export IMPL_ys_cells=252
export IMPL_path_class="in2out"
export IMPL_gp_congestion=0.848
export IMPL_power_density_nw_per_um2=48.3
export IMPL_core_area_sq_um=10400
export IMPL_overflow=0
export IMPL_warning_count=32
export IMPL_wl_per_cell_microns=17.6
export IMPL_num_fill_cells=1110
export IMPL_ant_nets=0
export IMPL_vias=2485
export IMPL_nClkBuffers=0
export IMPL_grt_pass1_vias=2624
export IMPL_yosys_area_top_type_share_pct=21.2
export IMPL_hold_depth=4
export IMPL_ys_area_sq_um=1650
export IMPL_endpoint="next_pc[13]"
export IMPL_fin_tns_setup_ns=0
export IMPL_synthCells=252
export IMPL_fin_crit_ns=5.58
export IMPL_layout_drive_gt1_share_pct=4.43
export IMPL_hold_viol=0
export IMPL_ctsResizeCount=0
export IMPL_regArea_sq_um=0
export IMPL_period_used_pct=78.6
export IMPL_num_io_pins=171
export IMPL_fp_row_count=37
export IMPL_drtIter0Drc=117
export IMPL_wirelength_microns=9560
export IMPL_worst_slew_pin_slew_ns=0.787
export IMPL_timing_critical_path_from="op[8]"
export IMPL_end_kind="primary output"
export IMPL_grt_usage_pct=11.5
export IMPL_start_kind="primary input"
export IMPL_ys_warn_count=1
export IMPL_flops=0
export IMPL_dp_hpwl_microns=7670
export IMPL_ys_seq_share_pct=0
export IMPL_antennaDiodeCount=0
export IMPL_drc=0
export IMPL_dieWidth_microns=124
export IMPL_antenna_found_initial=0
export IMPL_io_buffers=171
export IMPL_status="complete, no violations"
export IMPL_critical_path_arrival_ns=4.16
export IMPL_viasPerCell=4.58
export IMPL_ctsHoldBuffers=0
export IMPL_synthTopCellsByArea="mux2i_1, a221o_1, inv_1, o21ai_0, nand2_1"
export IMPL_post_cts_buffers=0
export IMPL_maxCapViolations=0
export IMPL_fin_cells=542
export IMPL_top_cell="inv_1"
export IMPL_worstPathMaxFanout=15
export IMPL_ir_worst_vdd_uv=18.6
export IMPL_hp_class="in2out"
export IMPL_max_freq_mhz=179
export IMPL_dp_cells=542
export IMPL_relSlewSlack_pct=47.4
export IMPL_drv_slew=0
export IMPL_yosysTopAreaCell="mux2i_1"
export IMPL_grt_max_degree=27
export IMPL_setup_violations=0
export IMPL_grt_pass1_wl_microns=14200
export IMPL_cp_required_ns=5.68
export IMPL_leakage_nw=1.42
export IMPL_die_h_microns=124
==> critical path: stages <==
cell             delay, ns
clkdlybuf4s50_1       0.46
or4_1                 0.63
nor3_4                0.63
buf_4                 0.35
a221o_1               0.19
clkdlybuf4s50_1       0.48
==> report_power, final <==
part	internal [W]	switching, W
Clock	0	0
Sequential	0	0
Combinational	0.000113	0.0000542
Total	0.000113	0.0000542
==> logic make-up (layout without fill, tap and decap cells) <==
| family | count (synthesis) | after routing | synth area share (%) |
|---|---|---|---|
| AND/OR/NAND/NOR | 71 | 71 | 21.7 |
| buffers and inverters | 58 | 212 | 14.9 |
| multiplexers | 38 | 38 | 23.3 |
| AND-OR/OR-AND | 83 | 83 | 38.7 |
| XOR/XNOR | 2 | 2 | 1.52 |
==> final cells by class <==
type	instances	area [sq um]	share of cell area, %
repair buffers	176	1740	50.4
multi-input cells	194	1410	40.8
well taps	136	170	4.92
inverters	36	135	3.91
==> metrics by stage <==
step                      util, %  setup WS [ns]  hold WS, ns  instance area [sq um]
after floorplan                 -           2.97         2.90                   1650
after global placement       33.2           1.47         3.67                   3460
after detailed placement     33.2           1.47         3.66                   3460
after CTS                    33.2           1.46         3.66                   3460
after global routing         33.2           1.29         3.70                   3460
final                        33.2           1.52         3.66                   3460
==> metal layers <==
metal  vias up  share of wire (%)  GRT usage [%]
li1       1232                  -              -
met3         0                 14           5.56
met4         0                  0              0
met2       132                 45           19.3
met1      1121                 40           13.9
met5         -                  0              0
==> layout by cell type, fill, tap and decap left out, types with 3 or more instances in the layout <==
master / synthesis / final
a221o_1: 23 / 23
o21ai_0: 26 / 26
inv_1: 36 / 36
mux2i_1: 35 / 35
a21o_1: 4 / 4
nand2_1: 26 / 26
clkdlybuf4s50_1: 0 / 170
o2bb2ai_1: 5 / 5
buf_4: 0 / 5
o22ai_1: 4 / 4
mux2_2: 3 / 3
o32ai_1: 3 / 3
nor2_1: 25 / 25
o211ai_1: 5 / 5
o32a_1: 4 / 4
==> how the worst min path moves through the flow <==
stage	slack [ns]	endpoint	startpoint
4_1_cts	3.66	next_pc[15]	sign
5_1_grt	3.70	next_pc[15]	sign
6_report	3.66	next_pc[15]	sign
