### ./constraint.sdc
current_design arith

set clk_period 25.5
set clk_io_pct 0.2

create_clock -name clk0 -period $clk_period

set non_clock_inputs [all_inputs -no_clocks]
set_input_delay [expr $clk_period * $clk_io_pct] -clock clk0 $non_clock_inputs
set_output_delay [expr $clk_period * $clk_io_pct] -clock clk0 [all_outputs]
### ./run.sh
#!/bin/bash
# OpenROAD 26Q1-2900-gdf79404cd8, Yosys 0.63+post, stock flow scripts
make -C /OpenROAD-flow-scripts/flow DESIGN_CONFIG=/design/flow/config.mk WORK_HOME=/design/flow/orfs finish
### ./config.mk
export PLATFORM = sky130hd
export DESIGN_NAME = arith
export DESIGN_NICKNAME = arith
export VERILOG_FILES = /design/flow/design.v
export SDC_FILE = /design/flow/constraint.sdc
export NUM_CORES = 4
export LEC_CHECK = 1
export CORE_UTILIZATION = 50
### ./design.v
`timescale 1ns / 1ps
`timescale 1ns / 1ps
module arith(
    input [9:0] aop,
    input [1:0] rr_ri,
    input [31:0] op1,
    input [31:0] op2_1,
    input [31:0] imm,
    output [31:0] a_res
    );
    wire [31:0] op2 = (rr_ri == 2'b01) ? op2_1 : imm;
    wire [31:0] s_op1_lt_op2 = ($signed(op1) < $signed(op2)) ? 32'b1 : 32'b0;
    wire [31:0] u_op1_lt_op2 = (op1 < op2) ? 32'b1 : 32'b0;
    reg [32:0] res;
    assign a_res = res[31:0];
    always @ * 
    begin
        case(aop)
            (10'b0000000001): res = op1 + op2;
            (10'b0000000010): res = {1'b0, op1 << op2[4:0]};
            (10'b0000000100): res = {1'b0, s_op1_lt_op2};
            (10'b0000001000): res = {1'b0, u_op1_lt_op2};
            (10'b0000010000): res = {1'b0, op1 ^ op2};
            (10'b0000100000): res = {1'b0, op1 >> op2[4:0]};
            (10'b0001000000): res = {1'b0, op1 | op2};
            (10'b0010000000): res = {1'b0, op1 & op2};
            (10'b0100000000): res = {1'b0, op1 - op2};
            (10'b1000000000): res = {1'b0, op1 >> op2[4:0]};
            default: res = op1 + op2;
        endcase
    end
endmodule
==> results.yml <==
# flow metrics
outcome:
  status: "finished, final reports clean"
sta:
  tightest_slew_ns: 0.8442
  fmax_ghz: 0.06157
  fin_crit_sh_pct: 63.69
  min_period_ns: 16.24
  worst_slew_margin_rel_pct: 43.24
  slew_violations: 0
  finalSetupViolCount: 0
  rsz0062_at_grt: "no"
  setup_tns_ns: 0
  timing_hold_violations_final: 0
  whs_ns: 11.50
grt:
  grt_pass1_wl_um: 62490
  grt_max_degree: 64
  grt_usage_pct: 44.79
  grt_pass1_vias: 10322
  grt-ovfl-total: 0
  antenna_found_initial: 1
route:
  viasPerCell: 7.028
  first_pass_iters: 6
  wl_um: 42020
  wl_per_cell_um: 24.83
  drc_errors: 0
  antenna_left: 0
  drt_iter0_drc: 1724
  num_vias: 11891
floorplan:
  die_w_um: 137.9
  die_h_um: 137.9
  dieArea_um2: 19020
  fp.coreArea_um2: 18020
  initCoreUtil_pct: 51.26
  row_count: 49
  pin_count: 140
placed_design:
  place_area_um2: 10650
  place_hpwl_um: 32550
  place_inst: 1691
  place_congestion: 1.101
  numPortBuffers: 140
logic_synthesis:
  syn_area_um2: 9239
  logic_family: "AND-OR/OR-AND gates"
  syn-instance-count: 1415
  xor_share_pct: 0.7584
  synthMuxAreaShare_pct: 17.04
  synth.largest_area_cell: "ha_1"
  top_area_share_pct: 12.32
  yosysMostFrequentCell: "nand2_1"
  synthAdderAreaFrac_pct: 12.54
  synth.avg_cell_area_um2: 6.529
  aoi_share_pct: 36.36
  top_cells_by_area: "ha_1 12%, mux2i_1 9.0%, nand2_1 7.9%"
  ys_area_um2: 9239
  yosysWarnings: 1
  common_cells: "195 x nand2_1, 153 x nor2_1, 96 x a21oi_1"
  synth-seq-area-share_pct: 0
  yosys_cells: 1415
  netlist-cell-type-count: 81
  ys_sh_simple_pct: 24.15
cells_and_area:
  stdcell_count: 1692
  clkbuf_count: 0
  drive_gt1_share_pct: 5.746
  area_delta_synth_final_pct: 15.30
  seq_area_um2: 0
  n_sequential_cell: 0
  fin_area_um2: 10650
power_and_ir_drop:
  max-vdd-ir-drop_mv: 0.03676
  p_int_uw: 117.8
  p_sw_uw: 170.9
  pwr_density_cell_nw_per_um2: 27.11
  netSwitchingFraction_pct: 59.18
  total_power_uw: 288.7
  p_leak_nw: 4.521
run:
  maxCapViolCount: 0
  tool_warnings: 91
critical_path:
  crit_path_end_kind: "output pin"
  crit_path_max_fanout: 62
  critPathKind: "in2out"
  worst_setup_path_start_kind: "input port"
  critPathRequiredTime_ns: 20.40
  crit_arrival_ns: 11.14
clocking:
  cts_setup_buffers: 0
  postCtsHoldBufs: 0
  cts_resized: 0
worst_hold_path:
  min_path_type: "in2out"
## metrics by stage
| stage | setup WS (ns) | util, % |
|---|---|---|
| 3_5_place_dp | 9.359 | 59.09 |
| 4_1_cts | 9.325 | 59.09 |
| 5_1_grt | 8.909 | 59.09 |
| 2_1_floorplan | 11.21 | - |
| 6_report | 9.260 | 59.10 |
| 3_3_place_gp | 9.494 | 59.09 |
## power groups by stage
stage,registers (mW),clock network [mW],logic (mW)
4_1_cts,0,0,0.278
5_1_grt,0,0,0.308
## cell type report
| cell class | instances | area [µm²] |
|---|---|---|
| Multi-Input combinational cell | 1204 | 8432 |
| Antenna cell | 1 | 2.502 |
| Tap cell | 229 | 286.5 |
| Timing Repair Buffer | 162 | 1567 |
| Inverter | 96 | 365.4 |
| Fill cell | 1708 | 7372 |
## logic make-up after synthesis
group / after synthesis
buf+inv: 211
xor+xnor: 8
fa+ha+maj: 92
mux: 119
compound gates: 485
simple gates: 500
## cells in the final DEF (no fill, tap or decap), types with 41 or more instances in the layout
| master | Yosys | final |
|---|---|---|
| a211oi_1 | 41 | 41 |
| o21ai_0 | 85 | 85 |
| clkdlybuf4s50_1 | 0 | 140 |
| inv_1 | 92 | 92 |
| a21oi_1 | 96 | 96 |
| nor2_1 | 153 | 153 |
| nand2_1 | 195 | 195 |
| mux2i_1 | 83 | 83 |
| ha_1 | 91 | 91 |
## path summary, 6_finish.rpt
check  depth (start not counted)       from  slack [ns]        end
max                           18   rr_ri[0]        9.26   a_res[0]
min                            7  op2_1[11]       11.50  a_res[11]
## critical path, stage by stage
cell and delay [ns]:
clkdlybuf4s50_1 0.63, nand2b_4 0.38, a21boi_4 0.25, buf_4 0.59, inv_4 0.46, ha_1 0.49, inv_1 0.07, ha_1 0.17
a211oi_1 0.37, o221ai_1 0.29, a2111o_1 0.49, a21oi_1 0.13, nor2_1 0.07, o21ai_1 0.26, nand3_1 0.21, and4_1 0.22
o31ai_1 0.37, clkdlybuf4s50_1 0.53
## routing by layer
layer,share of wire (%),track usage [%],wire length (µm),up-vias
li1,-,-,-,5378
met1,42,65.95,17510,5486
met2,40,63.03,16920,926
met3,15,14.91,6440,101
met4,2.7,9.541,1154,0
met5,0,0.5556,0,-
Power is estimated from default activity; no workload was simulated.
